## run.sh

```bash
#!/bin/bash
# OpenROAD 26Q1-2900-gdf79404cd8, Yosys 0.63+post, stock flow scripts
make -C /OpenROAD-flow-scripts/flow DESIGN_CONFIG=/design/flow/config.mk WORK_HOME=/design/flow/orfs finish
```

## config.mk

```make
export PLATFORM = sky130hd
export DESIGN_NAME = dblbuf
export DESIGN_NICKNAME = dblbuf
export VERILOG_FILES = /design/flow/design.v
export SDC_FILE = /design/flow/constraint.sdc
export NUM_CORES = 4
export LEC_CHECK = 1
export CORE_UTILIZATION = 40
```

## constraint.sdc

```tcl
current_design dblbuf

set clk_period 6.0
set clk_io_pct 0.2

create_clock -name clk0 -period $clk_period [get_ports {clk}]

set non_clock_inputs [all_inputs -no_clocks]
set_input_delay [expr $clk_period * $clk_io_pct] -clock clk0 $non_clock_inputs
set_output_delay [expr $clk_period * $clk_io_pct] -clock clk0 [all_outputs]
```

## design.v

```verilog
package llfifo_pkg;
  localparam int ID_N  = 4;
  localparam int PTR_N = 255;
  localparam int PTR_W  = $clog2(PTR_N);
  typedef logic [$clog2(ID_N)-1:0] id_t;
  typedef logic [ID_N-1:0] id_d_t;
  typedef logic [PTR_W-1:0] ptr_t;
  typedef logic [PTR_N-1:1] ptr_d_t;
  typedef logic [ID_N-1:0] empty_t;
  typedef logic [31:0]     word_t;
  typedef logic [$clog2(PTR_N)-1:0] cnt_t;
  typedef struct packed {
    ptr_t [PTR_W-1:1] p;
  } ptr_table_t;
  typedef struct packed {
    logic        valid;
    ptr_t        head;
    ptr_t        tail;
    cnt_t        cnt;
  } queue_t;
  typedef struct packed {
    queue_t [PTR_N-1:0] q;
  } queue_table_t;
  typedef struct packed {
    logic        valid;
    logic        push;
    id_t         id;
    ptr_t        ptr;
    queue_t      q;
  } cmd_t;
endpackage  
module dblbuf #(parameter int W = 32) (
     input                                        clk
   , input                                        rst
   , input                                        A__in_vld
   , input        [W-1:0]                         A__in_w
   , output logic                                 B__out_vld_r
   , output logic [W-1:0]                         B__out_r
   , input                                        B__stall
   , output logic                                 A__stall_r
);
  typedef logic [W-1:0]       buffer_t;
  buffer_t [1:0]                             buffer_r;
  buffer_t [1:0]                             buffer_w;
  logic    [1:0]                             buffer_en;
  logic [1:0]                                buffer_vld_r;
  logic [1:0]                                buffer_vld_w;
  always_comb
    begin : cntrl_PROC
      buffer_en [0]  = (A__in_vld | buffer_vld_r [1]) & (~B__stall);
      buffer_en [1]  =  A__in_vld & buffer_vld_r [0]  &   B__stall;
      buffer_w [0]   = buffer_vld_r [1] ? buffer_r [1] : A__in_w;
      buffer_w [1]   = A__in_w;
      casez ({buffer_vld_r, A__in_vld, B__stall})
        4'b00_1?: buffer_vld_w [0]  = 'b1;
        4'b01_00: buffer_vld_w [0]  = 'b0;
        default:  buffer_vld_w [0]  = buffer_vld_r [0];
      endcase
      casez ({buffer_vld_r, A__in_vld, B__stall})
        4'b01_11: buffer_vld_w [1]  = 'b1;
        4'b11_?0: buffer_vld_w [1]  = 'b0;
        default:  buffer_vld_w [1]  = buffer_vld_r [1];
      endcase
      A__stall_r    = buffer_vld_r [1];
      B__out_vld_r  = buffer_vld_r [0];
      B__out_r      = buffer_r [0];
    end  
  always_ff @(posedge clk)
    if (rst)
      buffer_vld_r <= 'b0;
    else
      buffer_vld_r <= buffer_vld_w;
  always_ff @(posedge clk)
    for (int i = 0; i < 2; i++)
      if (buffer_en [i])
        buffer_r [i] <= buffer_w [i];
endmodule  
```

==> flow_summary.yaml <==
# yosys + openroad results
worst_hold_path:
  min_path_type: "flip-flop to flip-flop"
final_timing:
  fin_crit_sh: 0.4277
  slew_headroom: 0.5016
  finalHoldViolCount: 0
  fmax_ghz: 0.3896
  tns_ns: 0
  slew_violations: 0
  period_minus_slack_ns: 2.566
  whs_ns: 0.5319
  fin_skew_ns: 0.006625
  setup_viol: 0
  tightest_slew_ns: 0.7476
  rsz0062_at_grt: "no"
cts:
  ctsHoldBuffers: 0
  cts_tree: "done"
  clk_pin_slew_ns: 0.06
  htree_num_levels: 3
  clock_latency_ns: 0.33
  numCtsBuffers: 9
  cts-root-buf: "clkbuf_8"
  cts_buffer_depth: 2
  cts_setup_buffers: 0
  cts.sinks: 66
  ctsResizeCount: 0
cells_and_area:
  fillerInstances: 539
  flop_area_sq_um: 1963
  drive_gt1_frac: 0.2526
  fin_util: 0.5093
  logic_area_sq_um: 519.2
  instances_no_fill: 274
  syn2layout_area_growth_pct: 23.60
synthesis:
  edf_count: 64
  ys_seq_share: 0.7047
  yosys_warnings: 1
  ys_cells: 143
  ys_chip_area_sq_um: 2784
  top_cell: "edfxtp_1"
  avgSynthCellArea_sq_um: 19.47
  area_leaders: "edfxtp_1 (69%), mux2_4 (15%), buf_4 (8.6%), buf_12 (2.2%), mux2_2 (2.0%)"
  synthArstFlopShare: 0
  syn_area_sq_um: 2784
  top_area_frac: 0.6903
  top_area_cell: "edfxtp_1"
  syn-instance-count: 143
  ys_types: 14
  ff_type: "edfxtp_1"
  top_cells_by_count: "edfxtp_1 (64), buf_4 (32), mux2_4 (27)"
  numSynthFlops: 66
critical_path:
  crit_fanout: 19
  crit_type: "input port to flip-flop"
  arrival_ns: 2.58
  cp.buffers_inverters: 2
  endpoint_kind: "flip-flop"
  startpoint_type: "input port"
  required_ns: 6.01
  cpLargestDelayFamily: "buffers and inverters"
  max_stage_delay_ns: 0.53
  crit_slowest_cell: "clkdlybuf4s50_1"
  crit_chain: "clkdlybuf4s50_1, nor2_1, nor2_4, buf_4"
pwr:
  ir_drop_mv: 0.1252
  p_leak_nw: 1.196
  power_density_nw_per_um2: 268.6
  p_total_mw: 0.9241
job:
  cap_violations: 0
  warning_count: 25
run_status:
  status: "complete, no violations"
global_routing:
  met1_usage: 0.2168
  met3_usage: 0.04541
  antenna_found_initial: 0
  grtUsageTotal: 0.1261
  top_usage_layer: "met1"
  grt_start_max_net_pins: 37
  grt_pass1_vias: 1271
  met2_usage: 0.1731
  grt_overflow: 0
  grt_pass1_wl_microns: 6548
route:
  antenna_left: 0
  drt-initial-drc-count: 118
  drc_errors: 0
  post_drt_via_cell_ratio: 4.485
  diodes: 0
  firstDrtPassIters: 3
  drt_wl_total_microns: 3967
  vias: 1229
  wl_per_cell_microns: 14.48
placement:
  port_buffers: 69
  dp.cells: 258
  hpwl_microns: 2503
  place_congestion: 0.7088
floorplanning:
  die_w_microns: 85.43
  fp_util: 0.4120
  rows: 30
  fp.dieArea_sq_um: 7297
  coreArea_sq_um: 6756
  die_h_microns: 85.43
  io_pins: 70
[logic make-up after synthesis]
| group | count (synthesis) | synth area share |
|---|---|---|
| flip-flops | 66 | 0.7047 |
| buffers and inverters | 36 | 0.1119 |
| multiplexers | 32 | 0.1658 |
| AND/OR/NAND/NOR | 6 | 0.01214 |
| AND-OR/OR-AND | 3 | 0.005392 |
[sequential cells by signal, indices dropped and copies added, names as in the netlist]
| name | flops |
|---|---|
| buffer_r | 64 |
| buffer_vld_r | 2 |
[power breakdown]
part	switching, mW	internal [mW]
combinational	0.0277	0.0651
clock	0.153	0.144
sequential	0.00542	0.529
total	0.186	0.738
[final cells by class]
type / count / area share
clock buffer: 11 / 0.03818
clock inverter: 5 / 0.006182
multi-input combinational: 41 / 0.1509
sequential: 66 / 0.5705
tap: 80 / 0.02909
timing repair buffer: 71 / 0.2051
[worst paths after layout]
check	startpoint	to	slack (ns)	cells after the start
setup / recovery	A__in_vld	buffer_r[27]$_DFFE_PP_	3.43	4
hold / removal	buffer_vld_r[0]$_SDFFE_PP0P_	buffer_vld_r[0]$_SDFFE_PP0P_	0.53	2
setup reg to reg	buffer_vld_r[1]$_SDFFE_PP0P_	buffer_r[27]$_DFFE_PP_	3.94	4
hold reg to reg	buffer_vld_r[0]$_SDFFE_PP0P_	buffer_vld_r[0]$_SDFFE_PP0P_	0.53	2
[layer usage]
metal,vias to the layer above,routed length [microns],share of wire
met5,-,0,0
met4,0,87,0.022
met3,9,291,0.073
met2,51,1704,0.43
met1,577,1883,0.47
li1,592,-,-
[through the flow]
step | setup WS, ns | cell area (sq um)
2_1_floorplan | 2.983 | 2784
3_3_place_gp | 3.145 | 3288
3_5_place_dp | 3.090 | 3288
4_1_cts | 3.454 | 3441
5_1_grt | 3.366 | 3441
6_report | 3.434 | 3441
[placed cells by master (no fill, tap or decap)]
master            n
a21oi_1           2
nor3_1            1
clkbuf_1          2
dfxtp_1           1
clkbuf_8          9
and3_2            1
mux2_4           27
dfxtp_2           1
clkinv_2          2
clkdlybuf4s50_1  69
mux2_2            5
nor2_4            1
nor2b_1           1
buf_4             2
clkinv_1          3
edfxtp_1         64
nand2b_2          1
nor2_1            1
o21ai_0           1
[worst min-delay path, stage by stage, from the launching register on]
cell and delay, ns:
dfxtp_1 0.34, o21ai_0 0.08, a21oi_1 0.07
Power and IR drop assume default switching activity.
