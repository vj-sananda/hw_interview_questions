<file path="flow/run.sh">
#!/bin/bash
# OpenROAD 26Q1-2900-gdf79404cd8, Yosys 0.63+post, stock flow scripts
make -C /OpenROAD-flow-scripts/flow DESIGN_CONFIG=/design/flow/config.mk WORK_HOME=/design/flow/orfs finish
</file>
<file path="flow/config.mk">
export PLATFORM = sky130hd
export DESIGN_NAME = latency
export DESIGN_NICKNAME = latency
export VERILOG_FILES = /design/flow/design.v
export SDC_FILE = /design/flow/constraint.sdc
export NUM_CORES = 4
export LEC_CHECK = 1
export CORE_UTILIZATION = 50
</file>
<file path="flow/constraint.sdc">
current_design latency

set clk_period 13.3
set clk_io_pct 0.2

create_clock -name clk0 -period $clk_period [get_ports {clk}]

set non_clock_inputs [all_inputs -no_clocks]
set_input_delay [expr $clk_period * $clk_io_pct] -clock clk0 $non_clock_inputs
set_output_delay [expr $clk_period * $clk_io_pct] -clock clk0 [all_outputs]
</file>
<file path="flow/design.v">
package llfifo_pkg;
  localparam int ID_N  = 4;
  localparam int PTR_N = 255;
  localparam int PTR_W  = $clog2(PTR_N);
  typedef logic [$clog2(ID_N)-1:0] id_t;
  typedef logic [ID_N-1:0] id_d_t;
  typedef logic [PTR_W-1:0] ptr_t;
  typedef logic [PTR_N-1:1] ptr_d_t;
  typedef logic [ID_N-1:0] empty_t;
  typedef logic [31:0]     word_t;
  typedef logic [$clog2(PTR_N)-1:0] cnt_t;
  typedef struct packed {
    ptr_t [PTR_W-1:1] p;
  } ptr_table_t;
  typedef struct packed {
    logic        valid;
    ptr_t        head;
    ptr_t        tail;
    cnt_t        cnt;
  } queue_t;
  typedef struct packed {
    queue_t [PTR_N-1:0] q;
  } queue_table_t;
  typedef struct packed {
    logic        valid;
    logic        push;
    id_t         id;
    ptr_t        ptr;
    queue_t      q;
  } cmd_t;
endpackage  
module latency #(parameter int W = 32)
(
     input                                   clk
   , input                                   rst
   , input                                   issue
   , input                                   clear
   , input                                   retire
   , output logic   [W-1:0]                  issue_cnt_r
   , output logic   [W-1:0]                  aggregate_cnt_r
);
  typedef logic [W-1:0]                 w_t;
  w_t                                   issue_cnt_r;
  w_t                                   issue_cnt_w;
  logic                                 issue_cnt_en;
  w_t                                   pending_cnt_r;
  w_t                                   pending_cnt_w;
  logic                                 pending_cnt_en;
  w_t                                   aggregate_cnt_r;
  w_t                                   aggregate_cnt_w;
  logic                                 aggregate_cnt_en;
  logic                                 in_flight;
  always_comb
    begin : cnt_PROC
      casez ({clear, issue, retire})
        4'b1_?_?: pending_cnt_w  = 'b0;
        4'b0_1_0: pending_cnt_w  = pending_cnt_r + 'b1;
        4'b0_0_1: pending_cnt_w  = pending_cnt_r - 'b1;
        default:    pending_cnt_w  = pending_cnt_r;
      endcase  
      pending_cnt_en  = ( clear | issue | retire);
      in_flight       = (|pending_cnt_w);
      casez ({clear, issue})
        3'b0_1_?: issue_cnt_w  = 'b0;
        3'b0_0_1: issue_cnt_w  = issue_cnt_r + 'b1;
        default:  issue_cnt_w  = issue_cnt_r;
      endcase  
      issue_cnt_en  = (rst | clear | issue);
      casez ({clear})
        2'b0_1:  aggregate_cnt_w  = 'b0;
        default: aggregate_cnt_w  = aggregate_cnt_r + pending_cnt_w;
      endcase  
      aggregate_cnt_en = ( clear | in_flight);
    end  
  always_ff @(posedge clk or posedge rst)
    if (rst)
      issue_cnt_r <= 0;
  else
    if (issue_cnt_en)
      issue_cnt_r <= issue_cnt_w;
  always_ff @(posedge clk or posedge rst)
    if (rst)
      aggregate_cnt_r <= 0;
  else
    if (aggregate_cnt_en)
      aggregate_cnt_r <= aggregate_cnt_w;
  always_ff @(posedge clk or posedge rst)
    if (rst)
      pending_cnt_r <= 0;
  else
    if (pending_cnt_en)
      pending_cnt_r <= pending_cnt_w;
endmodule  
</file>
==> run notes <==
Figures from the flow reports.

Drt:
- The run puts the final wirelength at 20260 µm.
- Per the detail_route report, vias per standard cell equal 5.990.
- In the log, the iteration count for the first detailed-route pass is 5.
- The run puts the routed metal-1 wire length at 9955 µm.
- The run gives the number of nets with antenna violations after detailed routing as 0.
- The run gives the total antenna diodes in the routed design as 0.
- Per the detail_route log, met2 wirelength is 8254 µm.
- The run puts the count of vias placed by the detailed router at 6931.
- The run gives the top metal layer carrying routed signals as met4.
- The run puts the post-detailed-route wirelength per cell at 17.51 µm.
- The run puts the wire length on met3 at 1663 µm.
- The run puts the first-iteration detailed-routing DRC count at 479.
- After detailed routing, the number of remaining DRC violations is 0.

Clock network:
- The run puts the number of sinks driven by the clock tree at 96.
- The run gives the largest buffer count on any clock path as 2.
- The run gives the register clock-pin slew on the reported worst setup and hold paths as 0.07 ns.
- The tree is rooted in a clkbuf_16.
- The run puts the post-cts gate resize count at 0.
- TritonCTS built the clock tree.
- The run puts the post-CTS setup-driven buffer insertion count at 0.
- The run puts the deepest level of the CTS H-tree at 3.
- The run puts the insertion delay at the late pin of the worst-skew pair at 0.35 ns.
- The run puts the clock buffer count from CTS at 9.
- The run gives the count of hold-fix buffers inserted at cts as 0.

Placement:
- The HPWL after detailed placement is 14840 µm.
- Per the placement report, the placed cell count is 1141.
- The run puts the count of input and output buffers at 68.
- The run gives the routability congestion estimate as 0.9799.
- The run gives the placed instance area as 0.008562 mm².

Setup path:
- The run gives the type of origin of the critical path as an input port.
- The run gives the stage delay of the slowest cell on the critical path as 0.64 ns.
- The run gives the startpoint-to-endpoint class of the critical path as in2reg.
- Among all stages on the critical path, the largest delay is contributed by clkdlybuf4s50_1.
- The report lists the cells along the critical path as clkdlybuf4s50_1 > nor2b_1 > nand2_1 > inv_1 > buf_4 > ha_1 > and2b_1 > o2111ai_1 > nand3b_1 > a32o_1 > or4_1 > or4_1 > or4_1 > or4_1 > nor4b_2 > nand4b_1 > nand2b_4 > mux2_4.
- In this run the worst path has a maximum fanout of 31.
- The OpenROAD report gives the critical path a data arrival time of 9.15 ns.
- Along the critical path, the tally of buffer and inverter instances is 3.
- The kind of cell with the highest combined delay along the critical path is simple AND/OR/NAND/NOR gates.
- The run gives the critical path required time as 13.54 ns.
- By instance count, the cell type seen most on the critical path is or4_1.
- The worst setup path is captured at a flip-flop.

Yosys:
- The commonest register cell is dfrtp_1.
- The run puts the number of flops mapped to enable cells by yosys at 0.
- The run puts the number of warnings issued by yosys at 1.
- The run gives the area fraction in compound gates as 21.25%.
- The run puts the synthesized area per cell at 8.490 µm².
- After synthesis, the largest family of logic cells by area is AND-OR/OR-AND gates.
- Sorting the Yosys area breakdown by cell type puts at the top dfrtp_1.
- The synthesized netlist devotes 8.226% of its cell area to XOR and XNOR gates.
- The run puts the post-synthesis adder-cell area fraction at 11.18%.
- Synthesis handed over a netlist of 912 instances.
- Of the total synthesized cell area, the portion taken by AND, OR, NAND and NOR gates is 20.60%.
- The run gives the share of cell area taken by muxes after synthesis as 4.606%.
- The run gives the post-synth area from yosys stat as 0.007742 mm².
- By area the synthesized netlist is led by dfrtp_1 (31%), ha_1 (11%), nand2_1 (5.0%).
- The run gives the synthesized flop and latch total as 96.
- The run gives the sequential area share after synthesis as 31.03%.
- The run puts the async set or reset register ratio after synthesis at 100.0%.
- The most frequently used library cell after synthesis is nand2_1.
- The run puts the cell area after synthesis at 0.007742 mm².
- Yosys reports that the most numerous cell types are nand2_1 (103), dfrtp_1 (96), nor2_1 (91).
- Counting distinct cell types in the post-synthesis netlist gives 74.
- The run gives the fraction of synthesized cell area taken by the top area cell type as 31.03%.
- The run puts the total cells reported by yosys after synthesis at 912.

GRT:
- The run puts the remaining global-route overflow at 0.
- The run puts the initial antenna violation count at 0.
- The run gives the pin count of the biggest net entering global routing as 58.
- The run puts the number of global-route vias before repair at 6435.
- The first global-routing pass estimated 33070 µm of wire.
- Global routing used 26.94% of the available tracks.

Layout:
- The run puts the area used by multi-input combinational logic at 0.005100 mm².
- The run gives the share of layout cells above drive strength 1 as 6.605%.
- The run gives the layout overhead on the synthesized area as 14.51%.
- The run puts the post-route core utilization at 58.54%.
- The run gives the final design instance area without fill as 0.008866 mm².
- The count of cells in the finished layout, fillers not included, comes to 1157.
- The run puts the number of filler instances in the final layout at 1310.
- The run puts the storage element area at 0.002402 mm².

Min path:
- The run gives the classification of the worst-slack hold path as reg2reg.

Job:
- The run puts the number of warnings in the stage logs at 30.
- The run reported a max-capacitance violation count of 0.

STA:
- The run puts the total count of hold-check failures in the final report at 0.
- The run gives the slew at the pin closest to its max-slew limit as 0.8171 ns.
- The run puts the post-route clock period utilization at 67.02%.
- The run gives the maximum clock rate as 112.2 MHz.
- The run gives the max-slew headroom at the worst pin as 44.95%.
- The run puts the final count of negative-setup-slack endpoints at 0.
- Setup repair after global routing left no endpoint under its margin.
- The run puts the count of pins over their slew limit at 0.
- Between clock sinks in the finished design, the worst skew comes to 0.008103 ns.
- The run puts the setup TNS after final layout at 0 ns.
- The clock period could shrink to 8.913 ns.

Pwr:
- The run gives the standby leakage power as 4.060 nW.
- The run gives the proportion of power drawn by flip-flops and latches as 40.4%.
- The run gives the share of total power consumed by net switching as 31.97%.
- The net switching power in the latest report is 264.7 µW.
- Combinational logic is responsible for 27.1% of the overall power.
- Dividing total power by cell area gives a power density of 93.39 mW/mm².
- The run gives the clock share of power as 32.5%.
- The run gives the internal power of the cells as 563.3 µW.
- The run gives the worst vdd rail ir drop as 0.00006195 V.

Status:
- The run finished with clean final reports.

Floorplan:
- The die is 126.4 µm tall.
- The die covers 0.01599 mm².
- The core region is 0.01515 mm².
- For this configuration, the core starts out at a cell density of 51.12%.
- The run gives the number of standard-cell rows in the floorplan as 45.
- The run puts the I/O pin total at 69.
- In this run the horizontal extent of the chip is 126.4 µm.
## registers in the layout, indices dropped and copies added (netlist names)
name	count
issue_cnt_r	32
aggregate_cnt_r	32
pending_cnt_r	32
## worst register-to-register path: stages, from the launching register on
cell      delay (ns)
dfrtp_1         0.45
inv_1           0.11
fa_1            0.51
and2b_1         0.27
o211ai_1        0.13
a211oi_1        0.48
o21ai_0         0.26
a32o_1          0.39
or4_1           0.51
or4_1           0.39
or4_1           0.55
nor4b_2         0.24
nand4b_1        0.60
nand2b_4        0.62
mux2_4          0.43
## path summary, 6_finish.rpt
path | cells past startpoint | from | slack [ns] | endpoint
setup reg to reg | 14 | pending_cnt_r[0] | 7.25 | aggregate_cnt_r[17]
max in group asynchronous | 3 | rst | 9.50 | pending_cnt_r[22]
setup / recovery | 18 | issue | 4.39 | aggregate_cnt_r[17]
hold / removal | 2 | pending_cnt_r[22] | 0.51 | pending_cnt_r[22]
min in group asynchronous | 2 | rst | 2.79 | issue_cnt_r[28]
hold reg to reg | 2 | pending_cnt_r[22] | 0.51 | pending_cnt_r[22]
## metrics by stage
stage | hold slack, ns | power [mW] | setup slack (ns)
2_1_floorplan | 0.4702 | 0.4858 | 4.944
3_3_place_gp | 0.4908 | 0.5596 | 4.018
3_5_place_dp | 0.5002 | 0.5607 | 4.034
4_1_cts | 0.5168 | 0.8342 | 4.395
5_1_grt | 0.5403 | 0.8766 | 3.929
6_report | 0.5111 | 0.8280 | 4.387
## cell usage in the layout (no fill, tap or decap), types with 28 or more instances in the layout
cell,count
xnor2_1,36
nor2_1,91
nand3_1,30
dfrtp_1,96
clkdlybuf4s50_1,67
ha_1,66
nand2_1,103
xor2_1,33
nor3_1,28
a21oi_1,76
o21ai_0,66
## per-layer routing
metal | up-vias | track usage (%)
li1 | 3446 | -
met1 | 3239 | 43.28
met2 | 221 | 37.96
met3 | 25 | 7.091
met4 | 0 | 4.323
met5 | - | 0
## final cells by class
| type | instances | area share [%] |
|---|---|---|
| multi-input combinational | 759 | 57.52 |
| sequential | 96 | 27.10 |
| timing repair buffer | 77 | 8.383 |
| tap | 188 | 2.653 |
| clock buffer | 9 | 2.540 |
| inverter | 21 | 0.9173 |
| clock inverter | 7 | 0.8891 |
## power by group through the flow
stage | Clock [mW] | Combinational (mW) | Sequential, mW
after CTS | 0.276 | 0.223 | 0.335
after global routing | 0.289 | 0.249 | 0.338
final | 0.269 | 0.224 | 0.335
## cell families (layout without fill, tap and decap cells)
family | Yosys count | in the layout
flip-flops | 96 | 96
XOR/XNOR | 71 | 71
AND/OR/NAND/NOR | 335 | 335
buffers and inverters | 57 | 114
adder cells (fa/ha/maj) | 68 | 68
AND-OR/OR-AND | 259 | 259
multiplexers | 26 | 26
Power figures rest on the tool's default switching activity, not on a simulated workload.
