==> design.v <==
package llfifo_pkg;
  localparam int ID_N  = 4;
  localparam int PTR_N = 255;
  localparam int PTR_W  = $clog2(PTR_N);
  typedef logic [$clog2(ID_N)-1:0] id_t;
  typedef logic [ID_N-1:0] id_d_t;
  typedef logic [PTR_W-1:0] ptr_t;
  typedef logic [PTR_N-1:1] ptr_d_t;
  typedef logic [ID_N-1:0] empty_t;
  typedef logic [31:0]     word_t;
  typedef logic [$clog2(PTR_N)-1:0] cnt_t;
  typedef struct packed {
    ptr_t [PTR_W-1:1] p;
  } ptr_table_t;
  typedef struct packed {
    logic        valid;
    ptr_t        head;
    ptr_t        tail;
    cnt_t        cnt;
  } queue_t;
  typedef struct packed {
    queue_t [PTR_N-1:0] q;
  } queue_table_t;
  typedef struct packed {
    logic        valid;
    logic        push;
    id_t         id;
    ptr_t        ptr;
    queue_t      q;
  } cmd_t;
endpackage  
module fibonacci (
     input                                   clk
   , input                                   rst
   , output logic [31:0]                     y
);
  typedef logic [31:0] cnt_t;
  cnt_t x_0_r, x_1_r, x_w;
  logic x_0_en, x_1_en;
  logic sel_r, sel_w;
  logic UNUSED_cout;
  always_comb
    begin : upt_PROC
      sel_w               = (~sel_r);
      y                   = sel_r ? x_1_r : x_0_r;
      {UNUSED_cout, x_w}  = x_0_r + x_1_r;
      x_0_en              = (~sel_r);
      x_1_en              = ( sel_r);
    end  
  always_ff @(posedge clk)
    if (rst)
      sel_r <= '0;
    else
      sel_r <= sel_w;
  always_ff @(posedge clk)
    if (rst) begin
      x_0_r <= 'b1;
      x_1_r <= 'b1;
    end else begin
      if (x_0_en)
        x_0_r <= x_w;
      if (x_1_en)
        x_1_r <= x_w;
    end
endmodule  
==> run.sh <==
#!/bin/bash
# OpenROAD 26Q1-2900-gdf79404cd8, Yosys 0.63+post, stock flow scripts
make -C /OpenROAD-flow-scripts/flow DESIGN_CONFIG=/design/flow/config.mk WORK_HOME=/design/flow/orfs finish
==> config.mk <==
export PLATFORM = sky130hd
export DESIGN_NAME = fibonacci
export DESIGN_NICKNAME = fibonacci
export VERILOG_FILES = /design/flow/design.v
export SDC_FILE = /design/flow/constraint.sdc
export NUM_CORES = 4
export LEC_CHECK = 1
export CORE_UTILIZATION = 50
==> constraint.sdc <==
current_design fibonacci

set clk_period 6.3
set clk_io_pct 0.2

create_clock -name clk0 -period $clk_period [get_ports {clk}]

set non_clock_inputs [all_inputs -no_clocks]
set_input_delay [expr $clk_period * $clk_io_pct] -clock clk0 $non_clock_inputs
set_output_delay [expr $clk_period * $clk_io_pct] -clock clk0 [all_outputs]
==> impl_metrics.csv <==
group,metric,value,unit
yosys,syn_avg_cell_area,8.74,sq um
clock_network,clkLatencyLatePin,350,ps
final_timing,skew,9.58,ps
cells_and_area,syn2layout_area_growth,12.9,%
detailed_routing,drcViolationCount,0,
clock_network,hold_buffers,0,
detailed_routing,wl_per_cell,14.8,microns
outcome,outcome,"finished, final reports clean",
power,power_switching,268,uW
hold_path,whs_path_depth,2,
detailed_routing,drtPass1Iterations,4,
floorplanning,die_area,0.00938,sq mm
critical_path,r2r_cells,10,
placed_design,port_buffers,33,
global_routing,grt_first_pass_wirelength,16600,microns
floorplanning,die_h,96.9,microns
critical_path,path_cells,"buf_4 > mux2_2 > clkdlybuf4s50_1",
power,power.share.clock,37.5,%
placed_design,dp.cells,631,
detailed_routing,vias_per_cell,5.80,
final_timing,fin_crit,3850,ps
power,switching_share,27.2,%
global_routing,grt_max_degree,70,
yosys,synth_flops,65,
global_routing,grtUsageTotal,21.5,%
critical_path,start_kind,"register",
hold_path,min_to,"x_1_r[24]$_SDFFE_PP0P_",
power,p_seq_share,46.4,%
cells_and_area,fillers,785,
final_timing,slew_viol_final,0,
yosys,synthCells,515,
floorplanning,io_pins,34,
flow_run,warnings,25,
cells_and_area,stdcell_count,646,
final_timing,fmax,0.260,GHz
critical_path,endpoint_kind,"output pin",
yosys,yosysCellCount,515,
final_timing,finalCritPeriodShare,61.0,%
final_timing,hold_viol,0,
hold_path,hold_start,"x_1_r[24]$_SDFFE_PP0P_",
floorplanning,dieWidth,96.9,microns
clock_network,clock-root-buffer,"clkbuf_8",
hold_path,hold_path.class,"reg -> reg",
clock_network,numCtsBuffers,9,
critical_path,arrival,2590,ps
critical_path,crit_type,"reg -> out",
clock_network,cts_sinks,65,
critical_path,cpPeakStageDelay,720,ps
global_routing,grt_pass1_vias,3497,
yosys,edf_count,0,
detailed_routing,routed_wl,9580,microns
critical_path,timing.rr.end,"x_1_r[28]$_SDFFE_PP0P_",
yosys,synth_area,0.00450,sq mm
global_routing,antenna_found_initial,0,
yosys,ys_types,59,
final_timing,worst_pin_slew,705,ps
clock_network,cts-htree-levels,3,
global_routing,grt_overflow,0,
yosys,async_flop_share,0,%
clock_network,cts_setup_buffers,0,
final_timing,finalWorstSetupSlack,2450,ps
clock_network,cts_buffer_depth,2,
power,power_frac_comb,16.1,%
critical_path,reg2reg_slack,3420,ps
detailed_routing,diodes,0,
clock_network,cts_tree,"done",
floorplanning,initCoreUtil,51.6,%
critical_path,critPathMaxFanout,54,
yosys,yosys-stat-area,0.00450,sq mm
final_timing,rsz0062_at_grt,"false",
cells_and_area,drive_gt1_share,13.8,%
final_timing,relSlewSlack,53.0,%
power,p_int,716,uW
yosys,ys_seq_share,28.9,%
yosys,ys.flop_type,"dfxtp_1",
critical_path,r2r-start,"x_0_r[0]$_SDFFE_PP1N_",
placed_design,dpl.hpwl,6730,microns
critical_path,cpMaxStageDelayCell,"dfxtp_4",
floorplanning,rows,34,
detailed_routing,antenna_left,0,
placed_design,place_ws,2800,ps
final_timing,setup_violations,0,
power,worst_ir_drop_vdd,105,uV
yosys,yosysWarnings,1,
clock_network,clk_pin_slew,70,ps
detailed_routing,dr_total_vias,3746,
power,power.density,194,mW/mm^2
clock_network,cts.repair.resized,0,
final_timing,fin_setup_tns,0,ps
placed_design,gp_congestion,0.954,
power,leakagePower,2.15,nW
flow_run,drv_cap,0,
floorplanning,core,0.00872,sq mm
critical_path,required,5040,ps
detailed_routing,drt_iter0_markers,182,
-- kinds of logic after synthesis --
group           after synthesis  share of synthesized area (%)
compound gates              135                           22.1
xor+xnor                     24                           4.67
fa+ha+maj                    32                           9.06
buf+inv                      41                           3.59
flops                        65                           28.9
mux                          70                           16.5
simple gates                148                           15.2
-- how the worst max path moves through the flow --
stage | from | slack, ps | to
finish | sel_r$_SDFF_PP0_ | 2450 | y[10]
CTS | sel_r$_SDFF_PP0_ | 2410 | y[10]
global route | sel_r$_SDFF_PP0_ | 2290 | y[12]
-- stage by stage --
| step | hold slack [ps] | total power, mW | util (%) | instance area [sq um] |
|---|---|---|---|---|
| 6_report | 477 | 0.984 | 58.3 | 5080 |
| 2_1_floorplan | 445 | 0.582 | - | 4500 |
| 5_1_grt | 504 | 1.03 | 58.3 | 5080 |
| 3_5_place_dp | 469 | 0.625 | 55.9 | 4880 |
| 4_1_cts | 479 | 1.00 | 58.3 | 5080 |
| 3_3_place_gp | 464 | 0.621 | 55.9 | 4880 |
-- power by group through the flow --
stage     sequential [mW]  clock (mW)  combinational, mW
4_1_cts             0.457       0.384              0.160
5_1_grt             0.461       0.397              0.176
6_report            0.457       0.369              0.158
-- placed cells by master (no fill, tap or decap), types with 5 or more instances in the layout --
cell             count
a21o_1              11
a21oi_1             32
a22o_1              10
clkbuf_8            11
clkdlybuf4s50_1     32
dfxtp_1             64
ha_1                31
inv_1               12
mux2_2              32
mux2i_1             38
nand2_1             36
nand2b_1             5
nand3_1             10
nor2_1              59
nor2b_1              5
nor3_1              10
o211ai_1             5
o21ai_0             17
o21ai_1              5
o21bai_1             8
xnor2_1             16
xor2_1               8
-- worst max-delay path, delay by kind of cell, from the launching register on --
family | cells | cell delay, ps
buffers and inverters | 2 | 1080
flip-flops | 1 | 720
multiplexers | 1 | 410
-- sequential cells by signal (all words and copies together) (netlist names) --
register	flops
x_1_r	32
x_0_r	32
sel_r	1
-- layer usage --
metal,global-route usage [%],wire [microns]
met1,34.2,4900
met2,32.7,4250
met3,3.24,360
met4,2.07,76
met5,0,0
-- area by class of cell --
cell class / instances / area (sq um) / area share [%]
clock buffers: 11 / 151 / 2.98
clock inverters: 4 / 52.6 / 1.03
inverters: 12 / 45.0 / 0.886
multi-input cells: 409 / 3040 / 59.8
flip-flops and latches: 65 / 1310 / 25.7
well taps: 108 / 135 / 2.66
repair buffers: 37 / 355 / 6.99
-- synthesized netlist by cell type, types with 5 or more instances --
cell,n,area share [%]
dfxtp_1,65,29
nor2_1,59,4.9
mux2i_1,38,8.5
nand2_1,36,3.0
a21oi_1,32,3.6
mux2_2,32,8.0
ha_1,31,8.6
clkbuf_1,20,1.7
o21ai_0,17,1.9
xnor2_1,16,3.1
inv_1,12,1.0
a21o_1,11,1.8
a22o_1,10,1.9
nand3_1,10,1.1
nor3_1,10,1.1
o21bai_1,8,1.3
xor2_1,8,1.6
buf_2,6,0.67
nand2b_1,5,0.70
nor2b_1,5,0.70
o211ai_1,5,0.83
o21ai_1,5,0.56
Power is estimated from default activity; no workload was simulated.
